==> design/flow/design.v <==
module SevenSegment(input [3:0] in, output reg[6:0] out);
	always @(in) begin
		case(in)
			4'b0000: out = 7'b1111110;
			4'b0001: out = 7'b0110000;
			4'b0010: out = 7'b1101101;
			4'b0011: out = 7'b1111001;
			4'b0100: out = 7'b0110011;
			4'b0101: out = 7'b1011011;
			4'b0110: out = 7'b1011111;
			4'b0111: out = 7'b1110000;
			4'b1000: out = 7'b1111111;
			4'b1001: out = 7'b1111011;
			default: out = 7'b1111110;
		endcase
	end
endmodule
==> design/flow/run.sh <==
#!/bin/bash
# OpenROAD 26Q1-2900-gdf79404cd8, Yosys 0.63+post, stock flow scripts
make -C /OpenROAD-flow-scripts/flow DESIGN_CONFIG=/design/flow/config.mk WORK_HOME=/design/flow/orfs finish
==> design/flow/config.mk <==
export PLATFORM = sky130hd
export DESIGN_NAME = SevenSegment
export DESIGN_NICKNAME = SevenSegment
export VERILOG_FILES = /design/flow/design.v
export SDC_FILE = /design/flow/constraint.sdc
export NUM_CORES = 4
export LEC_CHECK = 1
export CORE_AREA = 10 10 70 70
export DIE_AREA = 0 0 80 80
==> design/flow/constraint.sdc <==
current_design SevenSegment

set clk_period 1.3
set clk_io_pct 0.2

create_clock -name clk0 -period $clk_period

set non_clock_inputs [all_inputs -no_clocks]
set_input_delay [expr $clk_period * $clk_io_pct] -clock clk0 $non_clock_inputs
set_output_delay [expr $clk_period * $clk_io_pct] -clock clk0 [all_outputs]
==> run notes <==
Implementation status.

- The run finished, with violations left.
- The checks that failed: setup timing.
- Setup repair after global routing could not meet its margin everywhere.
- The tightest min-delay check is of the in2out type.
- The number of warnings the tools reported is 39.
- The critical path goes through buf_8 > buf_6 > ha_4 > nand2b_4 > or3b_1 > buf_2.
- The startpoint kind of the worst setup timing path is an input pin.
- The endpoint kind of the worst setup timing path is a primary output.
- The number of global-route vias before repair came to 255.
- The portion of the post-synthesis area used by sequential elements is 0%.
- The pin closest to its max-slew limit shows a slew of 0.1574 ns.
- Pin placement for this block handled 11 I/O pins.
- The timing report notes that buffer and inverter cells on the critical path total 3.
- The number of hold buffers added after CTS was 0.
- The floorplan step set the die height to 80 um.
- The maximum number of pins on one net before global-route repair is 8.
- The row count is 21.
- Per the timing report, the achievable frequency comes out to 0.7129 GHz.
- The core utilization at floorplan is 6.081%.
- The peak fanout along the critical path is 2.
- 0 antenna diodes ended up in the layout.
- Per the hold report, the tightest min-delay path originates at in[2].
- The normalized max-slew margin is 89.47%.
- The routed layout has 234 vias.
- The data required time of the critical path is 1.04 ns.
- The number of standard cells in the layout, taps in and fillers out is 91.
- The remaining global-route overflow is 0.
- The number of violations of the max-capacitance limit is 0.
- The remaining design rule violation count is 0.
- The number of violations reported at the end of detailed-routing iteration 0 is 32.
- The final max-slew violation count recorded for this run is 0.
- The area of the core is 3416 sq um.
- The final timing report lists a hold violation count of 0.
- The total wirelength of the detailed-routed design is 835 um.
- The vias per cell is 2.571.
- The yosys stat chip area is 207.7 sq um.
- The path type of the worst setup path is in2out.
- Measured along the x axis, the die boundary spans 80 um.
- The sequential cells in the finished layout cover a total of 0 sq um.
- The completed layout was analyzed and its total power is 0.1310 mW.
- The worst path uses 107.9% of the clock period.
- The first-pass GRT wire length is 1380 um.
- The unique cell type count in the Yosys netlist is 16.
- The shortest period the worst path allows is 1.403 ns.
- The longest incremental delay of any stage on the critical path is reported as 0.33 ns.
- The worst setup path startpoint is in[0].
- The cell family contributing the most delay on the critical path is simple AND/OR/NAND/NOR gates.
- Per the summary, power density relative to cell area is 250.0 nW/um^2.
- The first detailed-routing pass took 4 iterations.
- The arrival time of data at the worst endpoint is listed as 1.14 ns.
- The last timing report of the flow puts the setup violation total at 3.
- After synthesis the cells add up to 207.7 sq um.
- The leakage power summed over all cells is 0.2061 nW.
- The number of antenna violations at the first check in global routing was 0.
- The die footprint is 6400 sq um.
- Looking at the critical path, the single cell with the biggest stage delay is or3b_1.
- The post-synthesis average cell area is 7.693 sq um.
- The flop count is 0.
- The total routing resource utilization after global routing is 2.563%.
- In the finished layout, the clock tree contains a buffer count of 0.
- In the post-route analysis, the smallest setup slack over all paths is -0.1027 ns.
- The HPWL after detailed placement is 605.3 um.
- As logged by OpenROAD, the buffers inserted on ports number 11.
- The antenna violation net count after detailed routing is 0.
- The warning tally printed by Yosys for this design is 1.
- The total of fill cells in the finished design is 392.
- The congestion estimate from routability-driven global placement came to 0.6758.
- The worst supply voltage drop on vdd is 0.00008522 V.
- In the final layout, the share of cells above drive strength 1 is 66.67%.
- After technology mapping, the gate count stands at 27.
- The area added between synthesis and finish is 152.4%.
- The detail-routed net length per standard cell is 9.176 um.
- The cell count listed in synth_stat.txt is 27.
- For the final routed database, the setup TNS stands at -0.2157 ns.
- In this run, placement finished with an instance count of 88.
synthesized netlist by cell type:
library cell	count	area share, %
ha_1	6	36
inv_1	3	5.4
nand2b_1	3	9.0
a21o_1	2	7.2
nand2_1	2	3.6
a31oi_1	1	3.0
buf_6	1	5.4
clkbuf_1	1	1.8
nand2b_2	1	4.2
nand3_1	1	2.4
nand3b_1	1	3.6
nor2_1	1	1.8
nor2b_2	1	4.2
o21a_1	1	3.6
o31a_1	1	4.2
or3b_1	1	4.2
what timing repair did:
item,CTS,global route
setup endpoints to repair,7,5
cloned,0,0
resized,53,8
hold endpoints to repair,0,0
buffers inserted,0,3
pin swaps,6,0
per-stage QoR:
step	instance area, sq um	utilization, %	hold slack [ns]	worst slack [ns]
floorplan	207.7	-	0.6171	0.09984
global placement	405.4	11.87	1.663	-0.9346
detailed placement	405.4	11.87	1.657	-0.9308
CTS	461.7	13.52	0.9502	-0.1068
global route	524.3	15.35	0.9643	-0.1197
finish	524.3	15.35	0.9402	-0.1027
cells by family after synthesis:
logic type               count (synthesis)  share of synthesized area [%]
buffers and inverters                    5                          12.65
AND-OR/OR-AND                            5                          18.07
adder cells (fa/ha/maj)                  6                          36.14
AND/OR/NAND/NOR                         11                          33.13
per-layer routing:
layer	global-route usage, %	vias to the layer above	wire length, um
met1	4.219	96	494
met3	1.136	0	103
met4	0	0	0
met2	2.970	13	237
li1	-	125	-
met5	0	-	0
area by class of cell:
cell class | count | area, sq um | area share [%]
repair buffers | 20 | 170.2 | 32.46
multi-input cells | 22 | 275.3 | 52.51
well taps | 46 | 57.56 | 10.98
inverters | 3 | 21.27 | 4.057
path summary, 6_finish.rpt:
| kind | to | cells after the start | slack, ns |
|---|---|---|---|
| worst min-delay path | out[0] | 4 | 0.94 |
| worst max-delay path | out[1] | 6 | -0.10 |
worst min-delay path: stages:
cell and delay (ns):
buf_4 0.15, nand2b_4 0.07, a31oi_2 0.08, buf_2 0.11
cells in the final DEF, fill, tap and decap left out, drive strengths merged:
master	n
buf	17
ha	6
nand2b	4
inv	3
nand2	2
a21o	2
dlygate4sd2	2
nand3	1
nor2	1
nor2b	1
nand3b	1
o31a	1
or3b	1
o21a	1
a31oi	1
clkdlybuf4s15	1
power breakdown:
group	switching (mW)	internal, mW
Sequential	0	0
Clock	0	0
Combinational	0.0543	0.0767
Power and IR drop assume default switching activity.
